===== flow/config.mk =====
export PLATFORM = sky130hd
export DESIGN_NAME = register_file
export DESIGN_NICKNAME = register_file
export VERILOG_FILES = /design/flow/design.v
export SDC_FILE = /design/flow/constraint.sdc
export NUM_CORES = 4
export LEC_CHECK = 1
export CORE_UTILIZATION = 30

===== flow/design.v =====
localparam  ADD = 3'b000,
            SUB = 3'b001,
            ASL = 3'b010,
            ASR = 3'b011,
            SL = 3'b100,
            SR = 3'b101,
            MUL = 3'b110,
            DIV = 3'b111;
localparam  INF = 16'h7C00,
            NaN = 16'h7E00;
package CPUpack;
endpackage
module register_file(
    input clk,
    input rst_n,
    input we,
    input [2:0]waddr,
    input [15:0]dataIn,
    output logic [15:0]gpr1,  
    output logic [15:0]gpr2,  
    output logic [15:0]gpr3,  
    output logic [15:0]gpr4,  
    output logic [15:0]gpr5,  
    output logic [15:0]gpr6,  
    output logic [15:0]gpr7,  
    output logic [15:0]ir     
);
always_ff @(posedge clk, negedge rst_n)
    if(!rst_n)
        gpr1 <= 16'h0000;   
    else if(waddr == 3'b000)
        gpr1 <= dataIn; 
always_ff @(posedge clk, negedge rst_n)
    if(!rst_n)
        gpr2 <= 16'h0000;   
    else if(waddr == 3'b001)
        gpr2 <= dataIn; 
always_ff @(posedge clk, negedge rst_n)
    if(!rst_n)
        gpr3 <= 16'h0000;   
    else if(waddr == 3'b010)
        gpr3 <= dataIn; 
always_ff @(posedge clk, negedge rst_n)
    if(!rst_n)
        gpr4 <= 16'h0000;   
    else if(waddr == 3'b011)
        gpr4 <= dataIn; 
always_ff @(posedge clk, negedge rst_n)
    if(!rst_n)
        gpr5 <= 16'h0000;   
    else if(waddr == 3'b100)
        gpr5 <= dataIn; 
always_ff @(posedge clk, negedge rst_n)
    if(!rst_n)
        gpr6 <= 16'h0000;   
    else if(waddr == 3'b101)
        gpr6 <= dataIn; 
always_ff @(posedge clk, negedge rst_n)
    if(!rst_n)
        gpr7 <= 16'h0000;   
    else if(waddr == 3'b110)
        gpr7 <= dataIn; 
always_ff @(posedge clk, negedge rst_n)
    if(!rst_n)
        ir <= 16'h0000;   
    else if(waddr == 3'b111)
        ir <= dataIn; 
endmodule

===== flow/constraint.sdc =====
current_design register_file

set clk_period 1.2
set clk_io_pct 0.2

create_clock -name clk0 -period $clk_period [get_ports {clk}]

set non_clock_inputs [all_inputs -no_clocks]
set_input_delay [expr $clk_period * $clk_io_pct] -clock clk0 $non_clock_inputs
set_output_delay [expr $clk_period * $clk_io_pct] -clock clk0 [all_outputs]

===== flow/run.sh =====
#!/bin/bash
# OpenROAD 26Q1-2900-gdf79404cd8, Yosys 0.63+post, stock flow scripts
make -C /OpenROAD-flow-scripts/flow DESIGN_CONFIG=/design/flow/config.mk WORK_HOME=/design/flow/orfs finish

==> run notes <==
Quick summary of the implementation run below.

The flow ran to the end, and the final reports show no timing, DRC or antenna violations. The async set-reset flop share out of synthesis is 1.000. The tool warning count for the run is 30. The tree is rooted in a clkbuf_16. The total half-perimeter wirelength after legalization and detailed placement is 8615 µm. The initial utilization of the core area, before any placement, comes to 0.3118. The depth of the CTS H-tree is 4. The count of cells along the worst register-to-register path came out at 2. The die area is 0.01727 mm².

The combined area of all synthesized cells is 0.005025 mm². The commonest register cell is dfrtp_1. The library cell with the highest instance count after synthesis is dfrtp_1. The synthesized design spends more area on one cell type than any other, namely dfrtp_1.

The fraction of post-synthesis cell area in the top cell type by area came out at 0.6375. The critical path is of the primary input to flip-flop type. Counting every sink on the clock net gives 128. The maximum resistive drop on vdd is 0.9076 mV. The worst setup path is launched from a primary input. After the first detailed-routing iteration, the DRC count stood at 114. The number of global-route vias before repair is 3434.

The setup violation total in the final timing report came out at 0. The synthesized design contains 0 enable-type register cells. For this design the top-level I/O count stands at 150. Recorded from the global router log, the overflow total was 0. The setup slack of the most critical reg-to-reg path is 0.29 ns. The number of buffer cells added on primary ports came out at 148. The worst hold path belongs to the class primary input to async pin. The worst-case max-slew headroom was logged as 0.7868.

The routability congestion estimate from global placement came out at 0.7700. The largest driver fanout on the critical path came out at 7. TritonCTS built the clock tree. The first global-routing pass estimated 20160 µm of wire. The startpoint of the most critical register-to-register path is gpr3[14]. The number of clock buffers inserted by TritonCTS came out at 17. Setup repair after global routing could not meet its margin everywhere. The worst-case clock skew is 0 ns. The first detailed-routing pass ran for 4 iterations. The time the worst path needs with I/O delays and setup is 1.188 ns. The die span in y is 131.4 µm. The final setup TNS came out at 0 ns. The most critical hold endpoint after final layout shows a slack of 0.4316 ns. The synthesized area per cell came out at 18.27 µm². By area the synthesized netlist is led by dfrtp_1 64%, mux2_2 22%, mux2_4 9.0%. The max-slew violation count is 0. The uppermost layer routed is met4. Warnings reported by Yosys during synthesis add up to 1. The met1 layer wirelength in the final routing is 6229 µm.

The via density per instance came out at 4.311. The insertion delay at the late pin of the worst-skew pair is 0.41 ns. The wire length reported by the detailed router came out at 12730 µm. The row count came out at 46. In the final layout, the share of cells above drive strength 1 is 0.7112.

The routed wire length on met2 came out at 5521 µm. The total core area came out at 0.01612 mm². The sequential fraction of the synthesis area is 0.6375. The horizontal die dimension came out at 131.4 µm.

The transition time of the tightest slew-check pin is 0.3188 ns. By count the netlist is led by 128 x dfrtp_1, 97 x mux2_2, 30 x mux2_4. The worst setup path is captured at a flip-flop. The leakage power came out at 3.539 nW. The routed wire length on met3 came out at 859 µm. Entering global routing, the biggest net connects 39 pins. Dividing the final minimum period by the clock period gives 0.9903. The vias after detailed routing is 3160. The routed design shows a wire length per standard cell of 17.36 µm. The critical path required time is 1.49 ns. The overall global routing resource usage is 0.1569. The number of cells in the yosys synthesis report is 275.

The DRC violations left is 0. The total of flip-flops plus latches after synthesis is 128. The number of antenna violations at the first check in global routing came to 1.

Endpoints failing hold in the final report were tallied at 0. The synthesized chip area reported by yosys came out at 0.005025 mm². After layout, the design draws a total of 13.17 mW. The maximum buffer depth of the clock tree is 2. In this run the critical register-to-register path is captured at gpr3[14]. The antenna violation net count after detailed routing came out at 0.

The total of max-cap violations is 0. The power per cell area is 1787 mW/mm². For this run, the top clock speed supported by timing is 841.5 MHz. The clock-pin slew of the registers on the worst-case setup and hold paths came out at 0.06 ns. The growth of design area from synthesis to finish came out at 46.69%. The fill cell instance count of the final layout came out at 1462. Counting every instance in the synthesized netlist gives 275. The arrival time of data at the worst endpoint is listed as 1.48 ns.

The count of cell types in the netlist is 11.
[worst max-delay path, cell delays in order]
cell,delay (ns)
dlygate4sd2_1,0.27
buf_6,0.15
nor3_4,0.26
buf_6,0.21
mux2_2,0.35
[through the flow]
stage / std cells / area [µm²] / setup slack (ns) / utilization
finish: 733 / 7371 / 0.01161 / 0.4574
CTS: 730 / 7355 / -0.04843 / 0.4564
floorplan: 275 / 5081 / -0.1324 / -
detailed placement: 663 / 7059 / -0.6214 / 0.4380
global placement: 663 / 7059 / -0.5915 / 0.4380
global route: 733 / 7371 / -0.01176 / 0.4574
[power breakdown]
part           switching, mW  leakage, nW  internal, mW
sequential             0.416         1.51          5.14
combinational          0.705         1.74          1.70
clock                   1.81        0.287          3.41
total                   2.93         3.54          10.2
[state kept, by name, summed over array words and instances, names as in the netlist]
name  flops
gpr6     16
gpr3     16
gpr1     16
gpr4     16
gpr5     16
gpr2     16
ir       16
gpr7     16
[per-layer routing]
metal / up-vias / global-route usage
li1: 1452 / -
met1: 1584 / 0.2557
met2: 112 / 0.2213
met4: 0 / 0.01615
met3: 12 / 0.04524
met5: - / 0
[how the worst max path moves through the flow]
stage | start | to | cells after the start
after CTS | gpr2[13] | gpr2[13] | 1
final | waddr[0] | gpr1[8] | 5
after global routing | waddr[0] | gpr1[8] | 5
[cells by family (layout without fill, tap and decap cells)]
family,Yosys count,in the layout,synth area share
AND/OR/NAND/NOR,8,8,0.02839
buffers and inverters,11,252,0.02490
multiplexers,128,128,0.3093
flip-flops,128,128,0.6374
other,0,1,0
[cell type report]
cell class	count	area (µm²)	area share
antenna	1	2.502	0.0003395
clock buffer	21	470.5	0.06383
tap	216	270.3	0.03667
clock inverter	10	135.1	0.01833
sequential	128	3203	0.4346
multi-input combinational	136	1723	0.2337
timing repair buffer	221	1567	0.2125
[placed cells by master, fill, tap and decap left out, types with 2 or more instances in the layout]
cell             netlist  final
clkbuf_16              0     17
mux2_4                30     37
buf_4                  0     51
nand3b_4               3      3
nor3b_4                3      3
clkinv_2               0      3
mux2_2                97     90
dfrtp_1              128    128
buf_12                 3     11
buf_2                  4    124
bufinv_16              0      3
dlygate4sd2_1          0      2
buf_6                  4     11
clkdlybuf4s50_1        0     16
clkbuf_2               0      4
clkbuf_8               0      3
clkinvlp_4             0      4
[timing repair]
action                     CTS  global route
pin swaps                    3             1
setup endpoints to repair  256            10
buffers inserted            34             0
gates resized              411             5
gates cloned                 2             0
hold endpoints to repair    19            19
Power figures rest on the tool's default switching activity, not on a simulated workload.
